--- /design/flow/run.sh ---
#!/bin/bash
# OpenROAD 26Q1-2900-gdf79404cd8, Yosys 0.63+post, stock flow scripts
make -C /OpenROAD-flow-scripts/flow DESIGN_CONFIG=/design/flow/config.mk WORK_HOME=/design/flow/orfs finish
--- /design/flow/config.mk ---
export PLATFORM = sky130hd
export DESIGN_NAME = Rs232_Controller
export DESIGN_NICKNAME = Rs232_Controller
export VERILOG_FILES = /design/flow/design.v
export SDC_FILE = /design/flow/constraint.sdc
export NUM_CORES = 4
export LEC_CHECK = 1
export CORE_UTILIZATION = 30
--- /design/flow/constraint.sdc ---
current_design Rs232_Controller

set clk_period 7.6
set clk_io_pct 0.2

create_clock -name clk0 -period $clk_period [get_ports {clk}]

set non_clock_inputs [all_inputs -no_clocks]
set_input_delay [expr $clk_period * $clk_io_pct] -clock clk0 $non_clock_inputs
set_output_delay [expr $clk_period * $clk_io_pct] -clock clk0 [all_outputs]
--- /design/flow/design.v ---
`timescale 1ns / 1ps
module Rs232_Controller(clk,reset,data_in,start_flag,data_out,done_flag);
parameter N=8;
parameter n=8;
  input clk;   
  input reset; 
  input [(N*n)-1:0] data_in;  
  output start_flag;
  output [(N*n)-1:0] data_out; 
  output done_flag;
  wire Rs232_Txd,Rs232_Rxd;
 assign Rs232_Rxd = Rs232_Txd;
 Rs232_Tx_nbytes tx(.clk(clk),
                    .reset(reset),
                    .tx_start_flag(start_flag),
                    .data_in(data_in),
                    .tx_done_flag(done_flag),
                    .Rs232_Txd(Rs232_Txd));
 Rs232_Rx_nbytes Rx(.clk(clk),
                    .reset(reset),
                    .Rs232_Rxd(Rs232_Rxd),
                    .data_out(data_out));
endmodule  
`timescale 1ns / 1ps
module Rs232_Rx_nbytes(clk,reset,Rs232_Rxd,data_out);
  parameter n = 8;  
  parameter N = 8;  
  parameter mlb=0;  
  parameter BAUD_RATE = 16'h28B0;    
  input clk;   
  input reset; 
  input Rs232_Rxd;   
  output reg [(N*n)-1:0] data_out = 0;  
  reg [15:0] clk_count = 0;           
  reg [N+1:0] shift_reg[n-1:0];       
  reg start_bit ;                     
  reg [3:0] state = 4'b0000;          
  reg [(N*n)-1:0] bit_counter=0 ;     
  reg [n-1:0] byte_counter = n-1;     
  reg [n-1:0] count;                  
  always @(posedge clk) 
    begin
         if (reset == 1'b0)      
              begin 
                 state <= 4'b0000;            
                 clk_count <= 0;              
                 start_bit <= 1;              
                 if(mlb==0)                   
                    begin
                      count <= n-1;           
                    end
                 else                        
                    begin
                     count<=n;               
                 end
             end 
        else
             begin
               case (state)                 
          4'b0000:  
              begin
                 if (start_bit== 1)         
                   begin
                     state <= 4'b0001;   
                   end
                else 
                  begin
                     state <= 4'b0000;      
                  end
              end
        4'b0001:  
            begin
              if ((BAUD_RATE - 1) == clk_count)  
                 begin
                     state <=  4'b0010;      
                     clk_count <= 0;         
                    if(mlb==0)              
                        begin
                           bit_counter<=N+1;       
                        end
                    else begin
                         bit_counter<=0;           
                    end
                 end 
             else
                 begin
                    state <=4'b0001;    
                    clk_count <= clk_count + 1;
                 end
          end
         4'b0010:   
             begin
                 if ((BAUD_RATE - 1) == clk_count)                  
                    begin
                      shift_reg[byte_counter][bit_counter] <= Rs232_Rxd;  
                        if(mlb==0)
                            begin
                             bit_counter <= bit_counter -1;         
                            end
                        else begin
                             bit_counter <= bit_counter +1;         
                        end
                         if(mlb==0)
                            begin
                      data_out[(count*N) +: N]<= shift_reg[byte_counter][9:2];   
                      end
                      else begin
                        data_out[(count*N-1) -: N]<= shift_reg[byte_counter][7:0];   
                      end
                        if (bit_counter ==0 &&mlb==0)begin          
                            state <=  4'b0100;  
                          end 
                          else if( bit_counter==N+1 && mlb==1) begin   
                                state <=  4'b0100;  
                          end
                       else 
                         begin
                            state <=  4'b0010;  
                         end
                      clk_count <= 0;
                    end
                 else 
                    begin
                      state <= 4'b0010;  
                      clk_count <= clk_count + 1; 
                     end
           end
          4'b0100:  
                begin
                 if(byte_counter>=0)  
                     begin
                        if((count >= 0&& count<=n-1) &&mlb==0)      
                             begin
                                  byte_counter <= byte_counter - 1; 
                                  bit_counter<=N+1;                
                                  count <= count-1;                
                             end
                        else if((count >= 0&& count<=n) && mlb==1)
                             begin
                                  byte_counter <= byte_counter - 1; 
                                  bit_counter<=0;                   
                                  count <= count-1;                 
                             end
                         clk_count <= 0;
                         state<=4'b0010;  
                    end
                 else 
                     begin
                         byte_counter <= n-1;  
                         state <= 4'b1101;     
                    end
              end
         4'b0011:   
              begin
                 state <= 2'b0011;  
                 clk_count <= 0; 
             end
      endcase 
    end
  end
endmodule  
`timescale 1ns / 1ps
module Rs232_Tx_nbytes(clk,reset,tx_start_flag,data_in,tx_done_flag,Rs232_Txd);
  parameter n = 8;  
  parameter N = 8;  
  parameter mlb = 0;  
  parameter BAUD_RATE = 16'h28B0;  
  input clk;
  input reset;
  input [(N*n)-1:0] data_in;
  output reg tx_start_flag = 1'b0;
  output reg tx_done_flag = 1'b0;
  output wire Rs232_Txd;
  reg [15:0] clk_count = 0;  
  reg [N-1:0] data_buffer = (n*N) - N;  
  reg [N-1:0] data[n-1:0];  
  reg start = 1'b1;  
  reg [3:0] state = 4'b0000;  
  reg tx_data;  
  reg [n-1:0] byte_counter = n-1;  
  reg [n-1:0] count;  
  always @(posedge clk) begin
    if (reset == 1'b0)
      begin
        tx_data <= 1'b1;  
        state <= 4'b0000;  
        clk_count <= 0;  
        start <= 1'b1;  
        count <= n-1;  
        tx_start_flag <= 1'b0;
        tx_done_flag <= 1'b0;
      end
    else
      begin
        case(state)
          4'b0000:  
            begin
              if (start)
                begin
                  state <= 4'b0001;  
                  data[count] <= data_in[(count*N) +: N];  
                  if (count >= 0)
                    begin
                      count <= count-1;  
                    end
                end
              else
                begin
                  state <= 4'b0000;  
                end
            end
          4'b0001:  
            begin
              start <= 1'b0;  
              tx_data <= 0;  
               tx_start_flag <= 1'b1;
              if ((BAUD_RATE - 1) == clk_count)  
                begin
                  state <= 4'b0010;  
                  clk_count <= 0;
                  if (mlb == 0)  
                    begin
                      data_buffer <= N-1;  
                    end
                  else
                    begin
                      data_buffer <= 0;  
                    end
                end
              else
                begin
                  state <= 4'b0001;  
                  clk_count <= clk_count + 1;  
                end
            end
          4'b0010:  
            begin
              tx_start_flag <= 1'b0;
              tx_data <= data[byte_counter][data_buffer];  
              if ((BAUD_RATE - 1) == clk_count)  
                begin
                  if (mlb == 0)
                    begin
                      data_buffer <= data_buffer-1;  
                    end
                  else
                    begin
                      data_buffer <= data_buffer + 1;  
                    end
                  if (data_buffer == 0 && mlb == 0)  
                    begin
                      state <= 4'b0011;  
                    end
                  else if (data_buffer == N-1 && mlb == 1)  
                    begin
                      state <= 4'b0011;  
                    end
                  else
                    begin
                      state <= 4'b0010;  
                    end
                  clk_count <= 0;
                end
              else
                begin
                  state <= 4'b0010;  
                  clk_count <= clk_count + 1;  
                end
            end
          4'b0011:  
            begin
              tx_start_flag <= 0;
              tx_data <= 1'b1;  
              if ((BAUD_RATE - 1) == clk_count)  
                begin
                  state <= 4'b0100;  
                  clk_count <= 0;
                  end
              else
                begin
                  state <= 4'b0011;  
                  clk_count <= clk_count + 1;
                end
            end
          4'b0100:  
            begin
              state <= 4'b0000;  
              clk_count <= 0;
              start <= 1'b1;  
              byte_counter <= byte_counter - 1;  
              if (byte_counter == 0)
                begin
                  byte_counter <= n-1;  
                  state <= 4'b1101;
                end
            end
          4'b1101:  
            begin
            tx_done_flag <= 1'b1;
              clk_count <= 0;  
            end
          default:
            begin
              state <= 4'b1101;  
            end
        endcase  
      end
  end
  assign Rs232_Txd = tx_data;  
endmodule  
==> GITHUB_STEP_SUMMARY <==
## Implementation flow summary

| Metric | Value |
|---|---|
| Log Warnings | `26` |
| DRT Pass-1 Iters | `4` |
| Max Clock Skew | `0.0284 ns` |
| Die area | `0.0541 mm²` |
| Power per Cell Area | `203 mW/mm²` |
| Core area | `0.0526 mm²` |
| Final Total Pwr | `0.00390 W` |
| Crit Path Max Fanout | `64` |
| Crit path max-delay family | `buffers and inverters` |
| Yosys top cell by area | `edfxtp_1` |
| Dominant Register Cell | `edfxtp_1` |
| Max VDD drop | `134 µV` |
| XOR Share, Synth | `5.50%` |
| Register share after synthesis | `58.8%` |
| H-tree depth | `2` |
| RePlAce Congestion | `0.818` |
| Final Max-Slew Violation Tally | `0` |
| Cell area after synthesis | `0.0159 mm²` |
| DP HPWL | `22.4 mm` |
| Die width | `232 µm` |
| Status | `completed` |
| Cells in synth_stat.txt | `1297` |
| Logic cell area | `0.00624 mm²` |
| Mux frac, synth | `11.3%` |
| Internal | `0.00311 W` |
| Main logic family | `simple AND/OR/NAND/NOR gates` |
| Placed Instances | `2083` |
| Fin crit period | `3.42 ns` |
| Relative slew slack | `40.8%` |
| CTS Buffer Depth | `3` |
| Critical Path Most Common Cell | `buf_4` |
| Worst path slowest cell | `buf_4` |
| Post-synthesis cell type count | `72` |
| Cts bufs inserted | `37` |
| Origin of the critical flop-to-flop path | `Rx.count[0]` |
| Fill cells | `4973` |
| Setup crit end kind | `flop` |
| Lkg Pwr | `6.20 nW` |
| Hold Crit Depth | `2` |
| Post-layout util | `36.6%` |
| Largest net degree at the start of global routing | `65` |
| Switching portion of total power | `20.5%` |
| Final WS setup | `4.18 ns` |
| Hold buffers post-CTS | `0` |
| Cycle use final | `45.0%` |
| Setup_tns | `0 ns` |
| Reg-to-reg slack, setup | `4.33 ns` |
| Post-synth area from yosys stat | `0.0159 mm²` |
| Crit path launch type | `primary input` |
| First-pass GRT wire length | `55.2 mm` |
| Vias in the first global route | `10600` |
| PostCTS Resize Cnt | `0` |
| FP Util | `30.3%` |
| Sequential power share | `51.4%` |
| Adder Share, Synth | `0.848%` |
| Flip-flops with a built-in enable | `275` |
| Area growth from synthesis to layout | `20.7%` |
| Worst Hold Class | `flop to flop` |
| Remaining DRCs | `0` |
| Instance tally after logic synthesis | `1297` |
| YS warnings | `2` |
| Clock Power Share | `43.8%` |
| I/O pin count | `132` |
| TritonCTS clock tree | `done` |
| Iter 0 DRT Violations | `600` |
| Comb pwr share | `4.9%` |
| CP Cell Sequence | `clkdlybuf4s50_1 > buf_4 > inv_1 > nor2_4 > buf_4` |
| Final WL | `33.4 mm` |
| Final ANT Viol Nets | `0` |
| Clock transition at the registers of the reported paths | `0.06 ns` |
| DR vias | `10400` |
| Setup WS pre-CTS | `3.62 ns` |
| Drt via density | `4.86` |
| Worst R2R Path Depth | `10` |
| Synth Area in Simple Gates | `17.6%` |
| Port bufs | `131` |
| Synth flops | `331` |
| Top-area cell share | `51.8%` |
| GRT Util Overall | `13.2%` |
| Register area | `0.00938 mm²` |
| Antenna diode count | `0` |
| Worst Tran Pin Value | `0.885 ns` |
| Clk root buf | `clkbuf_16` |
| Worst Path Arrival | `3.55 ns` |
| Initial antenna violation count | `0` |
| R2r endpoint | `Rx.data_out[21]` |
| Fmax | `0.292 GHz` |
| GRT overflow | `0` |
| Hold Vio Cnt, Final | `0` |
| Clock latency (worst-skew pair) | `0.53 ns` |
| Die height | `232 µm` |
| DR WL/cell | `15.6 µm` |
| Avg Cell Area, Syn | `12.3 µm²` |
| Row cnt | `84` |
| P_sw | `0.000799 W` |
| Cell area leaders | `edfxtp_1, dfxtp_1, nor2_1` |
| WS Path Type | `primary input to flop` |
| HP Start | `Rx.count[7]` |
| CTS Sinks | `331` |
| And-or/or-and share of the synthesized area | `3.85%` |
| Post-CTS Setup Inserts | `0` |
| Share of cells above drive strength 1 | `15.0%` |
| Setup repair after global routing missed its margin | `no` |
| Worst Path Buf+Inv | `4` |
| Hold Crit Endpoint | `Rx.count[7]` |
| Non-Filler Instances | `2150` |
| Critical Path RT | `7.73 ns` |
| Max-cap viol count | `0` |
| Ys async rst share | `0%` |
| # setup viols final | `0` |
| Max incr delay on CP | `0.67 ns` |
## logic make-up after synthesis
logic type               Yosys count
AND/OR/NAND/NOR                  553
adder cells (fa/ha/maj)           11
XOR/XNOR                         100
AND-OR/OR-AND                     93
flip-flops                       331
buffers and inverters             84
multiplexers                     125
## cell usage after synthesis, types with 7 or more instances
| cell | count |
|---|---|
| and2_1 | 7 |
| a21oi_1 | 26 |
| nand2_1 | 80 |
| buf_2 | 7 |
| o21ai_0 | 14 |
| ha_1 | 10 |
| edfxtp_1 | 275 |
| o22ai_1 | 10 |
| or3_1 | 22 |
| inv_1 | 26 |
| xnor2_1 | 41 |
| xor2_1 | 59 |
| mux2i_1 | 16 |
| nor2_1 | 241 |
| nor2b_1 | 7 |
| nand4_1 | 23 |
| nand3_1 | 36 |
| dfxtp_1 | 56 |
| mux2_2 | 72 |
| nor4_1 | 15 |
| nor3_1 | 42 |
| nand2b_1 | 8 |
| clkbuf_1 | 42 |
| nand4_2 | 8 |
| mux4_2 | 37 |
## power by group through the flow
stage	Combinational (W)	Clock, W	Sequential (W)
CTS	0.000194	0.00175	0.00200
global route	0.000211	0.00183	0.00201
finish	0.000190	0.00171	0.00201
## cell type report
type                            count  share of cell area [%]
Sequential cell                   331                    48.8
Multi-Input combinational cell    882                    32.5
Timing Repair Buffer              154                    7.71
Clock buffer                       56                    5.45
Tap cell                          688                    4.48
Clock inverter                     11                   0.585
Inverter                           28                   0.546
## per-layer routing
metal / vias to the layer above / routed length, µm / global-route usage, %
met3: 47 / 2910 / 5.41
met5: - / 0 / 0
li1: 5068 / - / -
met4: 0 / 620 / 2.35
met2: 326 / 15000 / 19.9
met1: 5003 / 14900 / 18.8
## worst register-to-register path, stage by stage, from the launching register on
cell	delay [ns]
dfxtp_1	0.36
nor3_1	0.36
nand2_1	0.23
nor3_1	0.19
ha_1	0.19
and2_1	0.12
and4_1	0.22
a31oi_1	0.07
a211oi_1	0.48
nand4_2	0.40
mux2_2	0.40
## metrics by stage
step / hold WS [ns] / instance area [µm²]
final: 0.502 / 19200
after global placement: 0.487 / 18100
after floorplan: 0.413 / 15900
after CTS: 0.506 / 19200
after global routing: 0.539 / 19200
after detailed placement: 0.496 / 18100
## worst max path at each step
stage | slack [ns] | from | depth (start not counted) | to
CTS | 4.16 | reset | 5 | Rx.bit_counter[36]
global route | 4.04 | reset | 5 | Rx.bit_counter[44]
finish | 4.18 | reset | 5 | Rx.bit_counter[55]
## cells in the final DEF (no fill, tap or decap), types with 6 or more instances in the layout
cell,n
edfxtp_1,275
nor2_1,240
clkdlybuf4s50_1,131
nand2_1,80
mux2_2,72
xor2_1,59
dfxtp_1,56
nor3_1,42
xnor2_1,41
clkbuf_16,38
mux4_2,37
nand3_1,36
a21oi_1,26
inv_1,25
nand4_1,23
buf_4,23
or3_1,22
mux2i_1,16
clkbuf_1,15
nor4_1,14
o21ai_0,14
o22ai_1,10
ha_1,10
nand4_2,8
nand2b_1,8
clkinv_1,7
nor2b_1,7
and2_1,7
a31oi_1,6
and3_1,6
nand3b_1,6
nand4b_1,6
No activity file was given, so power comes from the tool's default toggle rates.
